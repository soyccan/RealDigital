**flow/design.v**
```verilog
module CPGN(
    input [3:0] G,
    input [3:0] P,
    input Cin,
    output [4:0] C
);
assign C[0] = Cin;
assign C[1] = G[0] | P[0]&C[0];
assign C[2] = G[1] | P[1]&G[0] | P[1]&P[0]&C[0];
assign C[3] = G[2] | P[2]&G[1] | P[2]&P[1]&G[0] | P[2]&P[1]&P[0]&C[0];
assign C[4] = G[3] | P[3]&G[2] | P[3]&P[2]&G[1] | P[3]&P[2]&P[1]&G[0] | P[3]&P[2]&P[1]&P[0]&C[0];
endmodule
`timescale 1ns / 1ps
module Bit_slice_1(
    input A,
    input B,
    input Cin,
    output P,
    output G,
    output S
    );
    assign P = (A ^ B) & Cin;
    assign G = A & B;
    assign S = A ^ B ^ Cin;
endmodule
`timescale 1ns / 1ps
module CLA_4Bit(
    input [3:0] A,
    input [3:0] B,
    input Cin,
    output [3:0] S,
    output Cout,
    output overflow
    );
    wire [3:0] P;
    wire [3:0] G;
    wire [3:0] C;
Bit_slice_1 b3(
    .A(A[3]),
    .B(B[3]),
    .P(P[3]),
    .G(G[3]),
    .Cin(C[2]),
    .S(S[3])
);
Bit_slice_1 b2(
    .A(A[2]),
    .B(B[2]),
    .P(P[2]),
    .G(G[2]),
    .Cin(C[1]),
    .S(S[2])
);
Bit_slice_1 b1(
    .A(A[1]),
    .B(B[1]),
    .P(P[1]),
    .G(G[1]),
    .Cin(C[0]),
    .S(S[1])
);
Bit_slice_1 b0(
    .A(A[0]),
    .B(B[0]),
    .P(P[0]),
    .G(G[0]),
    .Cin(Cin),
    .S(S[0])
);
CPGN cpgn(
    .P(P),
    .G(G),
    .Cin(Cin),
    .C(C)
);
assign Cout = C[3];
assign overflow = C[3] ^ C[2];
endmodule
`timescale 1ns / 1ps
module digit_display_4bit(
    input clk,
    input [15:0] bcd,
    output [6:0] seg_cat,
    output reg [3:0] seg_an
    );
integer i;
reg [27:0] counter;
wire [1:0] cur_dig;
reg [3:0] cur_bcd;
wire [15:0] bcd;
reg [6:0]seg_cat_inv;
assign cur_dig = counter[17:16];
assign seg_cat = ~seg_cat_inv;
always @* begin
    case (cur_dig)
        2'b00: cur_bcd = bcd[3:0];
        2'b01: cur_bcd = bcd[7:4];
        default: cur_bcd <= 4'b1111;  
    endcase
end
always @(cur_dig) begin
  case (cur_dig)
  2'b00:  seg_an <= 4'b1110;
  2'b01:  seg_an <= 4'b1101;
  default:  seg_an <= 4'b1111;  
  endcase
end
always @(posedge clk) begin
	counter <= counter + 1;
end
always @(posedge clk) begin
    case (cur_bcd)
        4'b0000: seg_cat_inv <= 7'b0111111;  
        4'b0001: seg_cat_inv <= 7'b0000110;  
        4'b0010: seg_cat_inv <= 7'b1011011;  
        4'b0011: seg_cat_inv <= 7'b1001111;  
        4'b0100: seg_cat_inv <= 7'b1100110;  
        4'b0101: seg_cat_inv <= 7'b1101101;  
        4'b0110: seg_cat_inv <= 7'b1111101;  
        4'b0111: seg_cat_inv <= 7'b0100111;  
        4'b1000: seg_cat_inv <= 7'b1111111;  
        4'b1001: seg_cat_inv <= 7'b1100111;  
        default: seg_cat_inv <= 7'b1000000;  
    endcase
end
endmodule
`timescale 1ns / 1ps
module wrapper(
input clk,
input [7:0] sw,
output [6:0] seg_C,
output [3:0] seg_A
);
wire [7:0] A, B;
wire [7:0] S; 
assign A = sw[3:0];
assign B = sw[7:4];
CLA_4Bit CUT(
.A(A),
.B(B),
.Cin(1'b0),
.S(S)
);
digit_display_4bit CUT2(
.clk(clk),
.bcd(S),
.seg_an(seg_A),
.seg_cat(seg_C)
);
endmodule
```
**flow/run.sh**
```bash
#!/bin/bash
# OpenROAD 26Q1-2900-gdf79404cd8, Yosys 0.63+post, stock flow scripts
make -C /OpenROAD-flow-scripts/flow DESIGN_CONFIG=/design/flow/config.mk WORK_HOME=/design/flow/orfs finish
```
**flow/config.mk**
```make
export PLATFORM = sky130hd
export DESIGN_NAME = wrapper
export DESIGN_NICKNAME = wrapper
export VERILOG_FILES = /design/flow/design.v
export SDC_FILE = /design/flow/constraint.sdc
export NUM_CORES = 4
export LEC_CHECK = 1
export CORE_AREA = 10 10 109 109
export DIE_AREA = 0 0 119 119
```
**flow/constraint.sdc**
```tcl
current_design wrapper

set clk_period 4.3
set clk_io_pct 0.2

create_clock -name clk0 -period $clk_period [get_ports {clk}]

set non_clock_inputs [all_inputs -no_clocks]
set_input_delay [expr $clk_period * $clk_io_pct] -clock clk0 $non_clock_inputs
set_output_delay [expr $clk_period * $clk_io_pct] -clock clk0 [all_outputs]
```
==> flow_metrics.env <==
# flow metrics
export IMPL_chipArea_mm2=0.0142
export IMPL_slew_viol_final=0
export IMPL_rsz0062_at_grt="false"
export IMPL_ys_flops=25
export IMPL_syn2layout_area_growth_pct=30.4
export IMPL_yosys_top_cells_count="sky130_fd_sc_hd__dfxtp_1 (25), sky130_fd_sc_hd__xnor2_1 (12), sky130_fd_sc_hd__inv_1 (11)"
export IMPL_aggregate_global_routing_overflow=0
export IMPL_critPathMaxFanout=5
export IMPL_ys_chip_area_mm2=0.00117
export IMPL_worstHoldPathType="reg2reg"
export IMPL_synth_area_top_cells="sky130_fd_sc_hd__dfxtp_1 (43%), sky130_fd_sc_hd__xnor2_1 (9.0%), sky130_fd_sc_hd__ha_1 (7.5%)"
export IMPL_clk_root_buffer_cell="sky130_fd_sc_hd__clkbuf_8"
export IMPL_synth_area_leader_cell="sky130_fd_sc_hd__dfxtp_1"
export IMPL_power_density_mw_per_mm2=292
export IMPL_tritoncts_num_sinks=25
export IMPL_place_hpwl_mm=1.54
export IMPL_ys_seq_share_pct=42.8
export IMPL_finalWeightedCongestion=0.770
export IMPL_fmax_ghz=0.403
export IMPL_first_global_vias=806
export IMPL_die_width_um=119
export IMPL_cp_required_ps=4480
export IMPL_reg2reg_from="CUT2.counter[16]"
export IMPL_critPathBufInv=2
export IMPL_design_portCount=20
export IMPL_route_detailed_drc=0
export IMPL_top_cell_by_count_worst_path="sky130_fd_sc_hd__ha_1"
export IMPL_grt_use_total_pct=2.96
export IMPL_post_synth_instance_area_mm2=0.00117
export IMPL_clk_pin_slew_worst_paths_ps=80
export IMPL_wl_per_cell_um=7.33
export IMPL_ff2ff_path_depth=7
export IMPL_start_kind="input port"
export IMPL_yosys_area_top_type_share_pct=42.8
export IMPL_critical_path_endpoint_type="register"
export IMPL_htree_num_levels=1
export IMPL_warnings=28
export IMPL_worstReg2RegEnd="CUT2.seg_cat_inv[3]"
export IMPL_chipHeight_um=119
export IMPL_async_reset_ff_share_pct=0
export IMPL_worst_path_dominant_cell_family="adder cells"
export IMPL_synth_lib_cells_used_distinct=32
export IMPL_num_vias=824
export IMPL_layout_drive_gt1_share_pct=4.35
export IMPL_rrSetupSlack_ps=2520
export IMPL_status="completed"
export IMPL_via_per_inst=3.04
export IMPL_hold_viol_final=0
export IMPL_synthesis_instances=121
export IMPL_min_to="CUT2.counter[0]"
export IMPL_worst_ir_drop_vdd_uv=144
export IMPL_synth_main_ff_cell="sky130_fd_sc_hd__dfxtp_1"
export IMPL_cts_tree="yes"
export IMPL_setup_viol=0
export IMPL_grt_first_pass_wirelength_mm=3.61
export IMPL_timing_critical_path_cells="clkdlybuf4s50_1 -> ha_1 -> a21o_1 -> inv_1 -> ha_1 -> or4_1 -> o31ai_1"
export IMPL_synth_cells_yosys=121
export IMPL_timing_clock_skew_ps=2.37
export IMPL_ctsLongestPathBuffers=2
export IMPL_numCtsBuffers=3
export IMPL_largest_net_degree_at_the_start_of_global_routing=14
export IMPL_power_leakage_nw=0.596
export IMPL_timing_max_cap_violations=0
export IMPL_hp_start="CUT2.counter[0]"
export IMPL_fp_utilization_pct=12.1
export IMPL_yosysWarnings=6
export IMPL_post_cts_buffers=0
export IMPL_drt_first_iter_violations=23
export IMPL_critPathMaxStageDelay_ps=500
export IMPL_utilization_pct=15.8
export IMPL_antenna_diode_count=0
export IMPL_postSynthAreaPerCell_um2=9.67
export IMPL_min_period_over_period_pct=57.7
export IMPL_antenna_found_initial=0
export IMPL_hold_buffers=0
export IMPL_yosysMostFrequentCell="sky130_fd_sc_hd__dfxtp_1"
export IMPL_drt_pre_antenna_iters=4
export IMPL_ctsResizeCount=0
export IMPL_setup_tns_final_ps=0
export IMPL_critPathSlowestCell="sky130_fd_sc_hd__or4_1"
export IMPL_worst_setup_path_type="in2reg"
export IMPL_enable_flop_cells=0
export IMPL_buffer_ports_inserted=17
export IMPL_postRouteWirelength_mm=1.99
export IMPL_cp_arrival_ps=2660
export IMPL_core_region_area_mm2=0.00964
export IMPL_postRouteAntennaNets=0
export IMPL_timing_final_crit_period_ps=2480
export IMPL_worstHoldPathCells=1
export IMPL_clk_insertion_delay_late_ps=260
export IMPL_number_of_placement_rows=36
## per-layer routing
layer  part of all wire (%)  vias up  GRT usage, %  wire (um)
met5                      0        -             0          0
met4                      0        0        0.0763          0
met3                    9.1        0          1.49        181
met2                     40       27          4.50        789
met1                     51      360          3.93       1020
li1                       -      437             -          -
## state kept, by name (all words and copies together), names as in the netlist
name and flops:
CUT2.seg_cat_inv 7, CUT2.counter 18
## how the worst max path moves through the flow
stage | depth (start not counted) | slack [ps] | endpoint | from
final | 7 | 1820 | CUT2.seg_cat_inv[0] | sw[1]
after global routing | 7 | 1720 | CUT2.seg_cat_inv[0] | sw[1]
after CTS | 7 | 1820 | CUT2.seg_cat_inv[0] | sw[1]
## kinds of logic (layout without fill, tap and decap cells)
group                    count (synthesis)  in the layout  share of synthesized area, %
AND-OR/OR-AND                           15             15                          8.24
XOR/XNOR                                18             18                          15.9
adder cells (fa/ha/maj)                  7              7                          7.49
buffers and inverters                   16             32                          6.10
flip-flops                              25             25                          42.8
other                                    1              2                         0.321
AND/OR/NAND/NOR                         39             39                          19.1
## final cells by class
type	count	area [um^2]
multi-input cells	81	602
repair buffers	17	170
fillers	1088	8110
flip-flops and latches	25	500
clock buffers	4	45.0
inverters	11	41.3
well taps	133	166
## through the flow
| step | instance area, um^2 | total power, W | setup slack, ps | hold WS [ps] | instances |
|---|---|---|---|---|---|
| 4_1_cts | 1530 | 0.000452 | 1820 | 433 | 271 |
| 2_1_floorplan | 1170 | 0.000285 | 2070 | 391 | 122 |
| 3_3_place_gp | 1480 | 0.000320 | 1580 | 415 | 267 |
| 5_1_grt | 1530 | 0.000466 | 1720 | 457 | 271 |
| 3_5_place_dp | 1480 | 0.000320 | 1560 | 414 | 267 |
| 6_report | 1530 | 0.000445 | 1820 | 429 | 271 |
## placed cells by master, fill, tap and decap left out, types with 3 or more instances in the layout
| cell | Yosys | layout |
|---|---|---|
| sky130_fd_sc_hd__a21o_1 | 5 | 5 |
| sky130_fd_sc_hd__a21oi_1 | 5 | 5 |
| sky130_fd_sc_hd__and4_1 | 4 | 4 |
| sky130_fd_sc_hd__clkbuf_8 | 0 | 3 |
| sky130_fd_sc_hd__clkdlybuf4s50_1 | 0 | 17 |
| sky130_fd_sc_hd__dfxtp_1 | 25 | 25 |
| sky130_fd_sc_hd__ha_1 | 7 | 7 |
| sky130_fd_sc_hd__inv_1 | 11 | 11 |
| sky130_fd_sc_hd__nand2_1 | 8 | 8 |
| sky130_fd_sc_hd__nand3_1 | 7 | 7 |
| sky130_fd_sc_hd__nand4_1 | 3 | 3 |
| sky130_fd_sc_hd__nor2_1 | 3 | 3 |
| sky130_fd_sc_hd__xnor2_1 | 12 | 12 |
| sky130_fd_sc_hd__xor2_1 | 4 | 4 |
## power by group
part / switching [W] / internal (W) / leakage, nW
registers: 0.00000239 / 0.000242 / 0.203
logic: 0.0000250 / 0.0000436 / 0.370
clock network: 0.0000664 / 0.0000660 / 0.0228
Power is estimated from default activity; no workload was simulated.
