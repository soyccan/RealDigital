==> ./design.v <==
module Bin2Bcd(
    input [13:0] bin,
    output reg [15:0] bcd
);
integer i;
always @(bin) begin
    bcd=0;
    for (i=0;i<14;i=i+1) begin					 
        if (bcd[3:0] >= 5) bcd[3:0] = bcd[3:0] + 3;		 
        if (bcd[7:4] >= 5) bcd[7:4] = bcd[7:4] + 3;
        if (bcd[11:8] >= 5) bcd[11:8] = bcd[11:8] + 3;
        if (bcd[15:12] >= 5) bcd[15:12] = bcd[15:12] + 3;
        bcd = {bcd[14:0],bin[13-i]};				 
    end
end
endmodule
module Display4Digit(
    input clk,
    input [13:0] num,
    output [6:0] seg_cat,
    output reg [3:0] seg_an
);
integer i;
reg [27:0] counter;
wire [1:0] cur_dig;
reg [3:0] cur_bcd;
wire [15:0] bcd;
reg seg_cat_inv;
Bin2Bcd bin2bcd(
    .bin(num),
    .bcd(bcd)
);
assign cur_dig = counter[27:26];
assign seg_cat = ~seg_cat_inv;
always @* begin
    case (cur_dig)
        2'b00: cur_bcd = bcd[3:0];
        2'b01: cur_bcd = bcd[7:4];
        2'b10: cur_bcd = bcd[11:8];
        2'b11: cur_bcd = bcd[15:12];
    endcase
end
always @(posedge clk) begin
    for (i = 0; i < 4; i = i + 1)
        seg_an[i] <= 1;
    seg_an[cur_dig] <= 0;
end
always @(posedge clk) begin
	counter <= counter + 1;
end
always @(posedge clk) begin
    case (cur_bcd)
        4'b0000: seg_cat_inv <= 7'b0111111;  
        4'b0001: seg_cat_inv <= 7'b0000110;  
        4'b0010: seg_cat_inv <= 7'b1011011;  
        4'b0011: seg_cat_inv <= 7'b1001111;  
        4'b0100: seg_cat_inv <= 7'b1100110;  
        4'b0101: seg_cat_inv <= 7'b1101101;  
        4'b0110: seg_cat_inv <= 7'b1111101;  
        4'b0111: seg_cat_inv <= 7'b0100111;  
        4'b1000: seg_cat_inv <= 7'b1111111;  
        4'b1001: seg_cat_inv <= 7'b1100111;  
        default: seg_cat_inv <= 7'b1000000;  
    endcase
end
endmodule
module BitSlice(
    input A,
    input B,
    output P,
    output G
);
assign P = A ^ B;
assign G = A & B;
endmodule
module CLAWrapper(
    input clk,
    input [7:0] sw,
    output [6:0] seg_C,
    output [1:0] seg_A
);
wire [7:0] A, B;
wire [7:0] S;
assign A = sw[3:0];
assign B = sw[7:4];
CLA_4bit cla(
    .A(A),
    .B(B),
    .Cin(1'b0),
    .S(S),
    .Cout()
);
Display4Digit disp(
    .clk(clk),
    .num(S),
    .seg_an(seg_A),
    .seg_cat(seg_C)
);
endmodule
module CLA_4bit(
    input [3:0] A,
    input [3:0] B,
    input Cin,
    output [3:0] S,
    output Cout,
    output overflow
);
wire [3:0] P;
wire [3:0] G;
wire [4:0] C;
BitSlice b3(
    .A(A[3]),
    .B(B[3]),
    .P(P[3]),
    .G(G[3])
);
BitSlice b2(
    .A(A[2]),
    .B(B[2]),
    .P(P[2]),
    .G(G[2])
);
BitSlice b1(
    .A(A[1]),
    .B(B[1]),
    .P(P[1]),
    .G(G[1])
);
BitSlice b0(
    .A(A[0]),
    .B(B[0]),
    .P(P[0]),
    .G(G[0])
);
CPGN cpgn(
    .P(P),
    .G(G),
    .Cin(Cin),
    .C(C)
);
assign Cout = C[4];
assign overflow = C[4] ^ C[3];
assign S[3] = P[3] ^ C[3];
assign S[2] = P[2] ^ C[2];
assign S[1] = P[1] ^ C[1];
assign S[0] = P[0] ^ C[0];
endmodule
module CPGN(
    input [3:0] G,
    input [3:0] P,
    input Cin,
    output [4:0] C
);
assign C[0] = Cin;
assign C[1] = G[0] | P[0]&C[0];
assign C[2] = G[1] | P[1]&G[0] | P[1]&P[0]&C[0];
assign C[3] = G[2] | P[2]&G[1] | P[2]&P[1]&G[0] | P[2]&P[1]&P[0]&C[0];
assign C[4] = G[3] | P[3]&G[2] | P[3]&P[2]&G[1] | P[3]&P[2]&P[1]&G[0] | P[3]&P[2]&P[1]&P[0]&C[0];
endmodule
==> ./run.sh <==
#!/bin/bash
# OpenROAD 26Q1-2900-gdf79404cd8, Yosys 0.63+post, stock flow scripts
make -C /OpenROAD-flow-scripts/flow DESIGN_CONFIG=/design/flow/config.mk WORK_HOME=/design/flow/orfs finish
==> ./config.mk <==
export PLATFORM = sky130hd
export DESIGN_NAME = CLAWrapper
export DESIGN_NICKNAME = CLAWrapper
export VERILOG_FILES = /design/flow/design.v
export SDC_FILE = /design/flow/constraint.sdc
export NUM_CORES = 4
export LEC_CHECK = 1
export CORE_UTILIZATION = 30
==> ./constraint.sdc <==
current_design CLAWrapper

set clk_period 3.8
set clk_io_pct 0.2

create_clock -name clk0 -period $clk_period [get_ports {clk}]

set non_clock_inputs [all_inputs -no_clocks]
set_input_delay [expr $clk_period * $clk_io_pct] -clock clk0 $non_clock_inputs
set_output_delay [expr $clk_period * $clk_io_pct] -clock clk0 [all_outputs]
==> flow_summary_export.csv <==
group,metric,value,unit
status,outcome,"complete, no violations",
routing,viasPerCell,4.24,
timing,min_period,2910,ps
cts,clk_pin_slew,60,ps
place,dpl_worst_slack,609,ps
floorplan,num_rows,24,
logic_synthesis,yosysWarnings,7,
flow_run,cap_violations,0,
cts,htree_levels,2,
global_routing,use_met3,0.0350,
worst_setup_path,cp_data_arrival_time,3130,ps
worst_setup_path,crit_type,"input pin to flip-flop",
worst_setup_path,critPathLaunchType,"input pin",
routing,drt_wl_total,2060,microns
cts,cts_resized,0,
hold_path,holdPathStages,1,
cts,cts_tree,"yes",
timing,period_used_share,0.767,
cts,cts_sinks,31,
routing,vias,924,
cells_and_area,drive_gt1_frac,0.0723,
logic_synthesis,syn_avg_cell_area,9.36,sq um
cts,ctsHoldBuffers,0,
timing,setup_slack,887,ps
floorplan,floorplan.core_util,0.316,
global_routing,grt_max_degree,10,
power_and_ir_drop,p_leak,0.607,nW
cts,insertion_delay,280,ps
timing,fmax,0.343,GHz
logic_synthesis,synth_cell_types,27,
logic_synthesis,ys_seq_share,0.445,
place,placed_area,0.00154,sq mm
floorplan,die_width,70.2,microns
power_and_ir_drop,peakVddDrop,228,uV
logic_synthesis,syn_area,0.00140,sq mm
worst_setup_path,reg2regPathDepth,7,
routing,num_antenna_cells,0,
timing,maxSlewViolCount,0,
global_routing,grtUsageTotal,0.0935,
timing,tns,0,ps
flow_run,warning_count,25,
routing,first_iter_violations,36,
floorplan,die_area,0.00493,sq mm
logic_synthesis,yosys_cells,149,
global_routing,grt_overflow_total,0,
floorplan,coreArea,0.00441,sq mm
cells_and_area,post-route-util,0.370,
place,place_hpwl,1460,microns
cts,cts_root_buf,"clkbuf_8",
cts,post-cts-setup-buffer-count,0,
global_routing,use_met1,0.151,
floorplan,die_height,70.2,microns
timing,fin_worst_skew,8.43,ps
power_and_ir_drop,total_power,0.000654,W
global_routing,antenna_found_initial,0,
cells_and_area,syn2layout_area_growth,17.0,%
timing,setup_violations,0,
cts,cts.path.max_buffers,2,
global_routing,grt_pass1_wl,3710,microns
timing,hold_violations,0,
worst_setup_path,cp-end-kind,"flip-flop",
place,gp_congestion,0.753,
cells_and_area,nFillCells,437,
logic_synthesis,synth.largest_area_cell,"dfxtp_1",
logic_synthesis,yosys-stat-area,0.00140,sq mm
logic_synthesis,yosysTopAreaCellShare,0.445,
logic_synthesis,synth_cells,149,
routing,ant_nets,0,
cts,numCtsBuffers,5,
worst_setup_path,required,4020,ps
worst_setup_path,path_max_fanout,7,
global_routing,grt_pass1_vias,857,
logic_synthesis,synthTopCellsByArea,"dfxtp_1 (44%), xnor2_1 (11%), xor2_1 (6.3%)",
cells_and_area,design_area,0.00163,sq mm
floorplan,ios,18,
place,io_buffers,11,
routing,drc,0,
power_and_ir_drop,powerDensity,401,mW/mm^2
hold_path,hold_class,"flip-flop to flip-flop",
logic_synthesis,ys.flops,31,
global_routing,grt_use_met2,0.124,
timing,rsz0062_at_grt,"false",
routing,wl_per_cell,9.46,microns
routing,dr.pass1.iters,4,
global_routing,grt_most_used_layer,"met1",
## synthesized netlist by cell type
cell type,n
a21o_2,1
a21oi_1,2
a21oi_2,3
a22o_1,2
and2_1,1
and3_1,1
and4_1,1
buf_4,6
conb_1,1
dfxtp_1,31
fa_1,1
ha_1,5
inv_1,10
mux2i_1,1
nand2_1,10
nand2b_1,1
nand3_1,17
nand4_1,6
nor2_1,16
nor3_1,1
o211ai_1,1
o21ai_0,1
o311ai_0,1
or3_1,1
xnor2_1,17
xor2_1,10
xor2_2,1
## report_power, final
group	switching, W	total (W)	internal, W	leakage (nW)
sequential	0.000000761	0.000329	0.000328	0.250
clock	0.000111	0.000252	0.000142	0.0470
combinational	0.0000344	0.0000725	0.0000382	0.310
## kinds of logic after synthesis
| kind of cell | Yosys count | synth area share |
|---|---|---|
| AOI/OAI and AO/OA | 11 | 0.0601 |
| xor gates and xnor gates | 28 | 0.181 |
| adders and majority gates | 6 | 0.0592 |
| buffers and inverters | 16 | 0.0592 |
| DFF | 31 | 0.445 |
| muxes | 1 | 0.00718 |
| other | 1 | 0.00269 |
| and+or+nand+nor | 55 | 0.186 |
## path summary, 6_finish.rpt
| path | from | endpoint | slack, ps |
|---|---|---|---|
| min | disp.counter[0]$_DFF_P_ | disp.counter[0]$_DFF_P_ | 410 |
| max reg2reg | disp.counter[0]$_DFF_P_ | disp.counter[22]$_DFF_P_ | 2010 |
| max | sw[0] | disp.seg_cat_inv$_DFF_P_ | 890 |
| min reg2reg | disp.counter[0]$_DFF_P_ | disp.counter[0]$_DFF_P_ | 410 |
## final cells by class
type | count | area (sq um) | area share
Tap cell | 52 | 65.1 | 0.0399
Clock inverter | 1 | 5.00 | 0.00307
Timing Repair Buffer | 11 | 110 | 0.0675
Multi-Input combinational cell | 107 | 711 | 0.436
Sequential cell | 31 | 621 | 0.380
Inverter | 10 | 37.5 | 0.0230
Clock buffer | 6 | 82.6 | 0.0506
## per-stage QoR
step                std cells  hold slack (ps)
floorplan                 154              383
global placement          211              398
detailed placement        211              400
CTS                       218              416
global route              218              437
finish                    218              411
## sequential cells by signal, summed over array words and instances (netlist names)
register          flops
disp.seg_cat_inv      1
disp.seg_an           2
disp.counter         28
## worst max-delay path, cell delays in order
cell and delay (ps):
clkdlybuf4s50_1 460, ha_1 160, inv_1 50, fa_1 400, xor2_2 310, ha_1 260
inv_1 80, a21oi_2 120, a21oi_2 60, mux2i_1 120, a22o_1 250, a21oi_2 100
## layout by cell type, fill, tap and decap left out
master	instances
a21o_2	1
a21oi_1	2
a21oi_2	3
a22o_1	2
and2_1	1
and3_1	1
and4_1	1
clkbuf_8	6
clkdlybuf4s50_1	11
clkinv_2	1
conb_1	6
dfxtp_1	31
fa_1	1
ha_1	5
inv_1	10
mux2i_1	1
nand2_1	10
nand2b_1	1
nand3_1	17
nand4_1	6
nor2_1	16
nor3_1	1
o211ai_1	1
o21ai_0	1
o311ai_0	1
or3_1	1
xnor2_1	17
xor2_1	10
xor2_2	1
## routing by layer
layer	routed length (microns)	vias to the layer above
li1	-	518
met1	1130	388
met2	819	16
met3	106	2
met4	10	0
met5	0	-
Power and IR drop assume default switching activity.
